===== run.sh =====
#!/bin/bash
# OpenROAD 26Q1-2900-gdf79404cd8, Yosys 0.63+post, stock flow scripts
make -C /OpenROAD-flow-scripts/flow DESIGN_CONFIG=/design/flow/config.mk WORK_HOME=/design/flow/orfs finish

===== design.v =====
module ctrlpid_v(clk_pid, ce, error, a, m_k_out, reset, KP, KI, KD);
 parameter       psc = 18;  
 parameter       aw = 1;   
 parameter       an = (1<<aw);  
 parameter       ow = 12;  
 parameter       ew = 24;  
 parameter       pw = 32;  
 parameter       cw =  6;  
 parameter signed [cw-1:0] fp = 8;   
 parameter [3:0] precision = 1; 
 parameter signed [pw-1:0] antiwindup = 8'hFF << (precision + ow - 9);
 input clk_pid, reset;
 output reg ce;
 output [aw-1:0] a;  
 input signed [ew-1:0] error;
 input signed [cw-1:0] KP,KI,KD;  
 output signed [ow-1:0] m_k_out;  
 reg signed [pw-1:0] e_k_0[an-1:0];      
 reg signed [pw-1:0] e_k_1[an-1:0];      
 reg signed [pw-1:0] e_k_2[an-1:0];      
 reg signed [pw-1:0] u_k[an-1:0];        
 wire signed [pw-1:0] xerror;  
 assign xerror = { {(pw-ew){error[ew-1]}}, error };
 wire signed [cw-1:0] Kp;   
 wire signed [cw-1:0] Ki;   
 wire signed [cw-1:0] Kd;   
 assign Kp = KP + precision;
 assign Ki = KI + precision;
 assign Kd = KD + precision;
 wire signed [cw-1:0] Kdfp;
 assign Kdfp = Kd+fp;
 wire signed [cw-1:0] Ki1fp;
 assign Ki1fp = Ki-1-fp;
 wire signed [cw-1:0] Kd1fp;
 assign Kd1fp = Kd+1+fp;
 reg [psc-1:0] uswitch;  
 always @(posedge clk_pid)
   uswitch <= uswitch + 1;
 parameter statew = 4;  
 wire [statew-1:0] state;
 assign state = uswitch[psc-aw-1:psc-aw-statew];
 assign a = uswitch[psc-1:psc-aw];
 wire calc;
 assign calc = uswitch[psc-aw-statew-1:0] == 0 ? 1 : 0;
 always @(posedge clk_pid)
   if(calc)
        case(state)
	  1: e_k_0[a]   <= xerror;  
          2: u_k[a]     <= u_k[a] + (e_k_0[a]<<<Kp)         
                                  - (e_k_1[a]<<<Kp);        
          3: if(Kdfp >= 0)
                u_k[a]  <= u_k[a] + (e_k_0[a]<<<(Kdfp))     
                                  + (e_k_2[a]<<<(Kdfp));    
              else
                u_k[a]  <= u_k[a] + (e_k_0[a]>>>(-Kdfp))    
                                  + (e_k_2[a]>>>(-Kdfp));   
          4: if(Ki1fp >= 0)
                u_k[a]  <= u_k[a] + (e_k_0[a]<<<(Ki1fp))    
                                  + (e_k_1[a]<<<(Ki1fp));   
              else
                u_k[a]  <= u_k[a] + (e_k_0[a]>>>(-Ki1fp))   
                                  + (e_k_1[a]>>>(-Ki1fp));  
          5: if(Kd1fp >= 0)
                u_k[a]  <= u_k[a] - (e_k_1[a]<<<(Kd1fp));   
              else
                u_k[a]  <= u_k[a] - (e_k_1[a]>>>(-Kd1fp));  
	  6: if(u_k[a] >   antiwindup)
                 u_k[a] <=  antiwindup;         
          7: if(u_k[a] <  -antiwindup)
                 u_k[a] <= -antiwindup;         
	  8: begin
	       e_k_2[a] <= e_k_1[a];   
	       e_k_1[a] <= e_k_0[a];   
	       ce <= 1;  
             end
         15: ce <= 0;  
        endcase
   assign m_k_out = u_k[a][precision+ow-1:precision];
endmodule

===== constraint.sdc =====
current_design ctrlpid_v

set clk_period 26.5
set clk_io_pct 0.2

create_clock -name clk0 -period $clk_period [get_ports {clk_pid}]

set non_clock_inputs [all_inputs -no_clocks]
set_input_delay [expr $clk_period * $clk_io_pct] -clock clk0 $non_clock_inputs
set_output_delay [expr $clk_period * $clk_io_pct] -clock clk0 [all_outputs]

===== config.mk =====
export PLATFORM = sky130hd
export DESIGN_NAME = ctrlpid_v
export DESIGN_NICKNAME = ctrlpid_v
export VERILOG_FILES = /design/flow/design.v
export SDC_FILE = /design/flow/constraint.sdc
export NUM_CORES = 4
export LEC_CHECK = 1
export CORE_UTILIZATION = 30

==> impl_table.tex <==
% Generated from flow reports
\begin{tabular}{lr}
\hline
Metric & Value \\
\hline
\multicolumn{2}{l}{\textbf{Die}} \\
\quad Die y size & 307 µm \\
\quad Die ar. & 0.0945 mm² \\
\quad I/O pin cnt & 58 \\
\quad Effective utilization at floorplan & 30.4\% \\
\quad Core Rows & 111 \\
\quad Die X & 307 µm \\
\quad Area of the core & 0.0921 mm² \\
\multicolumn{2}{l}{\textbf{Route}} \\
\quad Detailed-router iteration count before antenna repair & 6 \\
\quad Count of vias placed by the detailed router & 26300 \\
\quad Initial DRC count & 2513 \\
\quad Routed wirelength normalized by instance count & 24.1 µm \\
\quad Antenna diode instance count & 0 \\
\quad Number of nets with antenna violations after routing & 0 \\
\quad Number of remaining DRC errors & 0 \\
\quad Per-cell via count in the routed design & 5.61 \\
\quad Post-detailed-routing wire length & 113000 µm \\
\multicolumn{2}{l}{\textbf{Timing}} \\
\quad Share of the clock period used by the worst path after layout & 61.5\% \\
\quad Final hold violation count & 0 \\
\quad Clock period minus final worst setup slack & 16.30 ns \\
\quad Slew at the pin with the worst max-slew slack & 1.01 ns \\
\quad Relative slew slack & 30.9\% \\
\quad RSZ-0062 raised after global routing & false \\
\quad Worst Clk Skew & 0.0632 ns \\
\quad Highest achievable clock rate & 61.3 MHz \\
\quad Final TNS setup & 0 ns \\
\quad Final setup violation count & 0 \\
\quad Total count of max-transition violations in the final report & 0 \\
\quad Post-route setup slack & 10.20 ns \\
\multicolumn{2}{l}{\textbf{CTS}} \\
\quad Number of buffers inserted to repair setup after CTS & 0 \\
\quad TritonCTS clock tree & built \\
\quad Number of sinks handled by clock tree synthesis & 227 \\
\quad Count of instances resized after the clock tree is built & 0 \\
\quad Clock latency on the worst-skew pair & 0.63 ns \\
\quad Number of levels in the clock H-tree & 1 \\
\quad Root buffer selected by CTS & sky130\_fd\_sc\_hd\_\_clkbuf\_16 \\
\quad Hold\_buf cts & 0 \\
\quad Clock transition at the register clock pins on the worst setup and hold paths after CTS & 0.06 ns \\
\quad Number of clock buffers inserted by TritonCTS & 28 \\
\quad Clock Tree Buf Depth & 3 \\
\multicolumn{2}{l}{\textbf{Power}} \\
\quad Leakage & 0.0124 µW \\
\quad Maximum ir drop on the vdd rail & 0.0665 mV \\
\quad Power Dens Cells & 108 mW/mm² \\
\multicolumn{2}{l}{\textbf{Run}} \\
\quad Max\_cap viols & 0 \\
\quad Log Warnings & 63 \\
\multicolumn{2}{l}{\textbf{Setup path}} \\
\quad Most used cell, CP & sky130\_fd\_sc\_hd\_\_o21ai\_0 \\
\quad Critical Path Sink Type & flip-flop \\
\quad WS Path Type & input port to flip-flop \\
\quad Startpoint types & input port \\
\quad Critical path's top delay family & AND-OR/OR-AND gates \\
\quad Crit path DRT & 26.80 ns \\
\quad Critical path data arrival time & 16.60 ns \\
\quad Worst stage delay on the critical path & 0.71 ns \\
\quad Buffers plus inverters on the worst setup path & 6 \\
\quad Slowest cell on the critical path & sky130\_fd\_sc\_hd\_\_xor2\_1 \\
\quad Highest fanout seen on the critical path & 50 \\
\multicolumn{2}{l}{\textbf{Finish}} \\
\quad Fillers & 9528 \\
\quad Layout overhead on the synthesized area & 12.0\% \\
\quad Sequential cell area & 0.00664 mm² \\
\quad Multi-input gate area in the final layout & 0.0199 mm² \\
\quad Layout cells sized above 1 & 8.49\% \\
\multicolumn{2}{l}{\textbf{Synthesis}} \\
\quad Cell area after technology mapping & 0.0280 mm² \\
\quad Top cells by area & sky130\_fd\_sc\_hd\_\_edfxtp\_1 22\%, sky130\_fd\_sc\_hd\_\_mux2i\_1 8.0\%, sky130\_fd\_sc\_hd\_\_ha\_1 7.4\%, sky130\_fd\_sc\_hd\_\_fa\_1 6.9\%, sky130\_fd\_sc\_hd\_\_a21oi\_1 5.2\% \\
\quad Share of flip-flops with an asynchronous set or reset & 0\% \\
\quad Yosys cell count & 3410 \\
\quad Max-area cell share & 22.4\% \\
\quad Warnings, synthesis & 1 \\
\quad Syn Inst Count & 3410 \\
\quad Synth unique cells & 86 \\
\quad Post-synthesis sequential area ratio & 23.7\% \\
\quad Post-synth area from yosys stat & 0.0280 mm² \\
\quad Syn avg cell area & 8.21 µm² \\
\quad Number of flops mapped to enable cells by yosys & 209 \\
\quad Cell taking the most area after synthesis & sky130\_fd\_sc\_hd\_\_edfxtp\_1 \\
\quad Primary FF master, synth & sky130\_fd\_sc\_hd\_\_edfxtp\_1 \\
\quad Synth flops & 227 \\
\multicolumn{2}{l}{\textbf{Status}} \\
\quad Status & complete, no violations \\
\multicolumn{2}{l}{\textbf{Global routing}} \\
\quad Global-route usage over all layers & 24.5\% \\
\quad Via count of the first global-routing pass & 25100 \\
\quad Antenna violations before repair & 2 \\
\quad Total grt overflow & 0 \\
\quad Pin count of the biggest net entering global routing & 62 \\
\quad Wire length of the first global-routing pass & 165000 µm \\
\multicolumn{2}{l}{\textbf{Placed design}} \\
\quad GPL Wtd Cong & 1.02 \\
\quad Sum of net half-perimeters after detailed placement & 89500 µm \\
\quad Place WS & 9.86 ns \\
\quad Port buffer count & 56 \\
\multicolumn{2}{l}{\textbf{Hold path}} \\
\quad Classification of the worst-slack hold path & flip-flop to flip-flop \\
\hline
\end{tabular}
layout make-up:
class | instances | share of cell area, %
multi-input cells | 2763 | 63.5
flip-flops and latches | 227 | 21.2
clock inverters | 17 | 0.683
inverters | 243 | 2.91
well taps | 1243 | 4.96
repair buffers | 165 | 4.40
clock buffers | 35 | 2.38
final timing paths:
check               endpoint  slack (ns)        start  depth (start not counted)
hold / removal    uswitch[0]        0.44   uswitch[0]                          1
setup reg to reg  u_k[0][31]       16.47  uswitch[13]                         31
setup / recovery  u_k[0][31]       10.20        KD[0]                         38
hold reg to reg   uswitch[0]        0.44   uswitch[0]                          1
report_power, final:
| group | switching [µW] | internal (µW) | total [µW] |
|---|---|---|---|
| clock | 166 | 232 | 398 |
| combinational | 1540 | 1010 | 2550 |
| sequential | 3.81 | 431 | 435 |
| total | 1710 | 1680 | 3390 |
sequential cells by signal, indices dropped and copies added (netlist names):
register / count
a: 1
uswitch: 17
ce: 1
e_k_1: 48
u_k: 64
e_k_2: 48
e_k_0: 48
Yosys cell counts, drive strengths merged, types with 17 or more instances:
cell type and number:
mux2 69, xnor2 119, nor4 17, dfxtp 18, or2 19, buf 44, o22ai 26, nor2 296
nor3 52, a22oi 17, edfxtp 209, nand3 71, a21oi 288, o211ai 81, a31oi 45, nand2b 33
fa 97, o21a 44, nor2b 22, mux2i 226, a21o 71, a211oi 68, o21bai 24, xor2 54
a211o 24, nand4 25, or3 24, and3 19, ha 166, nand2 352, o21ai 278, clkbuf 133
inv 242
per-layer routing:
| metal | GRT usage [%] | part of all wire, % | vias up |
|---|---|---|---|
| met5 | 0 | 0 | - |
| met4 | 9.06 | 4.5 | 0 |
| met3 | 6.39 | 9.0 | 216 |
| met2 | 37.9 | 45 | 1105 |
| met1 | 33.6 | 42 | 12600 |
| li1 | - | - | 12400 |
cells by family (layout without fill, tap and decap cells):
kind of cell               count (synthesis)  count (layout)  share of synthesized area [%]
AOI/OAI and AO/OA                       1068            1068                           23.9
and+or+nand+nor                          957             957                           15.3
buffers and inverters                    420             460                           5.73
muxes                                    297             297                           11.1
adders and majority gates                263             263                           14.4
DFF                                      227             227                           23.7
xor gates and xnor gates                 178             178                           5.85
worst reg2reg max path: cells and delay by family, from the launching register on:
kind,cells,cell delay (ns)
AND-OR/OR-AND,17,4.57
adder cells (fa/ha/maj),3,1.19
buffers and inverters,2,1.10
flip-flops,1,0.76
multiplexers,4,0.65
AND/OR/NAND/NOR,5,1.47
cell usage in the layout, fill, tap and decap left out, types with 9 or more instances in the layout:
master,instances
sky130_fd_sc_hd__a2111oi_0,15
sky130_fd_sc_hd__a211o_1,24
sky130_fd_sc_hd__a211oi_1,67
sky130_fd_sc_hd__a21o_1,71
sky130_fd_sc_hd__a21oi_1,284
sky130_fd_sc_hd__a22oi_1,17
sky130_fd_sc_hd__a31oi_1,45
sky130_fd_sc_hd__and2_1,9
sky130_fd_sc_hd__and3_1,19
sky130_fd_sc_hd__buf_4,109
sky130_fd_sc_hd__clkbuf_16,28
sky130_fd_sc_hd__clkdlybuf4s50_1,56
sky130_fd_sc_hd__dfxtp_1,17
sky130_fd_sc_hd__edfxtp_1,209
sky130_fd_sc_hd__fa_1,97
sky130_fd_sc_hd__ha_1,166
sky130_fd_sc_hd__inv_1,242
sky130_fd_sc_hd__mux2_2,69
sky130_fd_sc_hd__mux2i_1,222
sky130_fd_sc_hd__nand2_1,351
sky130_fd_sc_hd__nand2b_1,33
sky130_fd_sc_hd__nand3_1,71
sky130_fd_sc_hd__nand4_1,25
sky130_fd_sc_hd__nor2_1,291
sky130_fd_sc_hd__nor2b_1,21
sky130_fd_sc_hd__nor3_1,49
sky130_fd_sc_hd__nor4_1,12
sky130_fd_sc_hd__o211ai_1,80
sky130_fd_sc_hd__o21a_1,44
sky130_fd_sc_hd__o21ai_0,263
sky130_fd_sc_hd__o21ai_1,10
sky130_fd_sc_hd__o21bai_1,23
sky130_fd_sc_hd__o22ai_1,26
sky130_fd_sc_hd__o31ai_1,10
sky130_fd_sc_hd__or2_2,18
sky130_fd_sc_hd__or3_1,24
sky130_fd_sc_hd__xnor2_1,119
sky130_fd_sc_hd__xor2_1,53
metrics by stage:
| step | util [%] | power (µW) | cell area (µm²) | hold WS [ns] | instances |
|---|---|---|---|---|---|
| 2_1_floorplan | - | 2280 | 28000 | 0.406 | 3410 |
| 3_3_place_gp | 33.0 | 2960 | 30400 | 0.418 | 4641 |
| 3_5_place_dp | 33.0 | 2950 | 30400 | 0.427 | 4641 |
| 4_1_cts | 34.0 | 3370 | 31300 | 0.444 | 4693 |
| 5_1_grt | 34.0 | 3670 | 31300 | 0.484 | 4693 |
| 6_report | 34.0 | 3390 | 31300 | 0.438 | 4693 |
No activity file was given, so power comes from the tool's default toggle rates.
