### run.sh
#!/bin/bash
# OpenROAD 26Q1-2900-gdf79404cd8, Yosys 0.63+post, stock flow scripts
make -C /OpenROAD-flow-scripts/flow DESIGN_CONFIG=/design/flow/config.mk WORK_HOME=/design/flow/orfs finish
### design.v
module rotary_decoder_v(clk, A, B, reset, counter);
parameter cw = 24;  
input clk, A, B, reset;
output reg [cw-1:0] counter = 0;  
reg [2:0] A_delayed, B_delayed;
always @(posedge clk) A_delayed <= {A_delayed[1:0], A}; 
always @(posedge clk) B_delayed <= {B_delayed[1:0], B}; 
wire count_enable = (A_delayed[1] ^ A_delayed[2] 
                   ^ B_delayed[1] ^ B_delayed[2]);
wire count_direction = A_delayed[1] ^ B_delayed[2];
always @(posedge clk)
begin
  if (reset) 
    counter = 0; 
  if(count_enable) 
    begin
      if(count_direction) 
        counter = counter + 1;
      else 
        counter = counter - 1;
    end
end
endmodule
### config.mk
export PLATFORM = sky130hd
export DESIGN_NAME = rotary_decoder_v
export DESIGN_NICKNAME = rotary_decoder_v
export VERILOG_FILES = /design/flow/design.v
export SDC_FILE = /design/flow/constraint.sdc
export NUM_CORES = 4
export LEC_CHECK = 1
export CORE_UTILIZATION = 40
### constraint.sdc
current_design rotary_decoder_v

set clk_period 7.5
set clk_io_pct 0.2

create_clock -name clk0 -period $clk_period [get_ports {clk}]

set non_clock_inputs [all_inputs -no_clocks]
set_input_delay [expr $clk_period * $clk_io_pct] -clock clk0 $non_clock_inputs
set_output_delay [expr $clk_period * $clk_io_pct] -clock clk0 [all_outputs]
==> results.ini <==
[clock_tree]
cts_max_path_buffers=2
cts_tree=yes
ctsHoldBuffers=0
clk_pin_slew_ps=70
cts_resized=0
numCtsBuffers=5
worstSkewPairLatency_ps=290
numClockSinks=30
cts-root-buf=clkbuf_8
h-tree-depth=2
cts_setup_buffers=0

[synth]
ys_types=65
edf_count=0
top_cell_area_share_pct=23.9
ys_area_mm2=0.00252
ys_async_sr_fraction_pct=0
syn_avg_cell_area_um2=7.62
yosys_warnings=1
top_cells_by_area=dfxtp_1 24%, a21oi_1 6.2%, ha_1 6.0%
yosys_most_used_dff=dfxtp_1
top_area_cell=dfxtp_1
ys_seq_share_pct=23.9
synth_area_mm2=0.00252
ys.flops=30
yosys-stat-cells=330
synth_cells=330

[route]
drtIter0Drc=186
drt_drc_violations_left=0
detail_route.first_pass.iterations=4
diodes=0
wl_mm=6.15
vias=2404
wl_per_cell_um=14.4
ant_nets=0
via_per_inst=5.64

[timing]
fin_skew_ps=7.34
final.min_clock_period_ps=4310
period_used_pct=57.5
setup_tns_ps=0
max_freq_mhz=232
tightest_slew_ps=700
slew_headroom_pct=53.2
setup_violations=0
setup_slack_ps=3190
finalHoldViolations=0
whs_ps=329
grt_setup_unrepaired=no
drv_slew=0

[worst_setup_path]
cp.arrival_ps=4490
cp.required_ps=7680
crit_path_start_kind=input port
crit_path_end_kind=flip-flop
critPathMaxFanout=42
path_class=in -> reg

[global_routing]
grt_pass1_vias=2119
grt_max_degree=43
antenna_found_initial=0
grt_usage_pct=20.3
overflow=0
grt_pass1_wl_mm=10.2

[finish]
layout-drive-gt1-share_pct=8.83
comb_area_mm2=0.00179
flop_area_um2=601
nFillCells=581
area_growth_pct=17.5
postLayoutCoreUtil_pct=49.3

[pwr]
power_uw=953
power.density_mw_per_mm2=323
irDropWorstVdd_mv=0.140
leakagePower_nw=1.17

[flow_run]
cap_violations=0
warnings=25

[floorplanning]
die_x_um=81.3
io_pins=28
dieArea_mm2=0.00661
chipHeight_um=81.3
num_rows=28
fp_util_pct=42.0
core_area_mm2=0.00599

[outcome]
status=completed

[placed_design]
globalplace.congestion=0.929
dp_hpwl_mm=4.37
post-place-ws_ps=2910
port_buffers=27

[min_path]
hp-class=reg -> reg

routing by layer:
metal / global-route usage, % / wire (um) / vias to the layer above
met1: 30.6 / 3010 / 1110
met2: 31.8 / 2730 / 59
met4: 2.86 / 97 / 0
li1: - / - / 1225
met3: 2.62 / 318 / 10
met5: 0 / 0 / -
registers in the layout (all words and copies together), names as in the netlist:
signal and count:
A_delayed 3, B_delayed 3, counter 24
report_power, final:
group	switching (mW)	leakage, nW	total [mW]	internal (mW)
clock	0.0684	0.0714	0.210	0.142
sequential	0.0603	0.252	0.276	0.216
combinational	0.221	0.848	0.467	0.246
total	0.349	1.17	0.953	0.604
cell families after synthesis:
group           synth area share (%)
compound gates                  27.6
simple gates                    26.6
fa+ha+maj                       6.41
xor+xnor                        8.60
flops                           23.9
buf+inv                         4.92
mux                             2.04
worst paths after layout:
path | startpoint | endpoint | slack [ps] | depth (start not counted)
max | reset | counter[17] | 3190 | 11
min | A_delayed[0] | A_delayed[1] | 330 | 0
max reg2reg | B_delayed[2] | counter[22] | 4260 | 10
min reg2reg | A_delayed[0] | A_delayed[1] | 330 | 0
layout by cell type (no fill, tap or decap), types with 5 or more instances in the layout:
master,n
a21oi_1,31
ha_1,12
clkdlybuf4s50_1,27
nor2b_1,19
nand2b_1,5
nand2_1,30
nor2_1,34
nand3_1,9
xnor2_1,17
nand4_1,7
inv_1,10
o21ai_0,16
nor3_1,12
dfxtp_1,30
clkbuf_8,6
area by class of cell:
type,instances,area share (%)
Clock buffer,6,2.79
Tap cell,75,3.18
Timing Repair Buffer,29,9.65
Inverter,11,1.40
Sequential cell,30,20.3
Clock inverter,2,2.03
Multi-Input combinational cell,273,60.6
synthesized netlist by cell type, drive strengths merged, types with 2 or more instances:
cell	number
o21a	3
nand2	30
a21boi	3
clkbuf	10
nor3	12
nand4	7
a31oi	5
nor2	34
buf	6
a211oi	4
a21oi	32
a21o	4
nand2b	5
nand3	9
and2	2
dfxtp	30
mux2i	4
xnor2	18
o21ai	18
nor2b	19
a211o	2
and3	4
or2	2
or3	3
o21ba	2
o211ai	4
a31o	2
xor2	5
nor3b	2
inv	11
ha	12
o31ai	5
through the flow:
stage                     cells  cell area (um^2)
after global placement      418              2810
final                       426              2960
after CTS                   426              2960
after global routing        426              2960
after detailed placement    418              2810
after floorplan             330              2520
critical path: stages:
cell and delay [ps]:
clkdlybuf4s50_1 450, buf_4 370, and2b_1 300, ha_1 310, a21oi_1 300, o21ai_0 120, a211o_1 370, o211ai_2 280
o211ai_2 160, mux2i_1 170, xnor2_1 160
Power is estimated from default activity; no workload was simulated.
